**flow/config.mk**
```make
export PLATFORM = sky130hd
export DESIGN_NAME = tdc_decoder
export DESIGN_NICKNAME = tdc_decoder
export VERILOG_FILES = /design/flow/design.v
export SDC_FILE = /design/flow/constraint.sdc
export NUM_CORES = 4
export LEC_CHECK = 1
export CORE_UTILIZATION = 30
```
**flow/constraint.sdc**
```tcl
current_design tdc_decoder

set clk_period 20.9
set clk_io_pct 0.2

create_clock -name clk0 -period $clk_period

set non_clock_inputs [all_inputs -no_clocks]
set_input_delay [expr $clk_period * $clk_io_pct] -clock clk0 $non_clock_inputs
set_output_delay [expr $clk_period * $clk_io_pct] -clock clk0 [all_outputs]
```
**flow/design.v**
```verilog
module tdc_decoder(
    input [128-1:0] fine_in,
    input shift,
    output [7:0] fine_out
);
reg [7:0] fine_data;
integer i;
wire [128-1:0] fine;
assign fine = fine_in;
always @(fine)
begin
    fine_data = 8'hff;
    if(shift)begin
        for(i=0;i<128 -20; i = i + 1'b1)
        begin
            if(fine[i] & ~fine[i+1] & ~fine[i+2] & ~fine[i+3] & ~fine[i+4])
            begin
                fine_data = i + 1;
            end
        end
    end
    else begin
        for(i=0;i<128 -20; i = i + 1'b1)
        begin
            if(~fine[i] & fine[i+1] & fine[i+2] & fine[i+3] & fine[i+4])
            begin
                fine_data = i + 1;
            end
        end
    end
end
assign fine_out = fine_data;
endmodule
```
**flow/run.sh**
```bash
#!/bin/bash
# OpenROAD 26Q1-2900-gdf79404cd8, Yosys 0.63+post, stock flow scripts
make -C /OpenROAD-flow-scripts/flow DESIGN_CONFIG=/design/flow/config.mk WORK_HOME=/design/flow/orfs finish
```
==> flow_summary.yaml <==
# implementation run metrics
routing:
  wl_per_cell_um: 15.43
  wl_um: 21130
  drcViolationCount: 0
  drtPass1Iterations: 7
  vias: 7921
  drt_iter0_markers: 610
  n_antenna_cell: 0
  vias_per_cell: 5.782
  ant_nets: 0
grt:
  grt_start_max_net_pins: 18
  grt_antenna_before_repair: 1
  grt_pass1_vias: 6890
  grt_pass1_wl_um: 34980
  grt-ovfl-total: 0
  grt_util_all_layers_pct: 19.45
final_timing:
  finalClockPeriodUsage_pct: 57.80
  setup-tns-final_ps: 0
  slew_headroom_pct: 35.17
  hold_viol_final: 0
  finalMaxSlewViolations: 0
  setup_viol: 0
  worst_pin_slew_ps: 948.0
  rsz0062_at_grt: "no"
  fmaxAchievable_mhz: 82.78
  fin_crit_ps: 12080
critical_path:
  timing.setup.critical_path_class: "in -> out"
  worstPathMaxFanout: 15
  worstPathArrival_ps: 7900
  endpoint_kind: "output port"
  start_kind: "input port"
  critPathRequiredTime_ps: 16720
cells_and_area:
  flops: 0
  final_common_cell: "clkdlybuf4s50_1"
  seqCellArea_sq_um: 0
  syn2layout_area_growth_pct: 18.18
  layout_top_cells: "clkdlybuf4s50_1 (121), nor2_1 (120), nand2_1 (99)"
  clockBufferCount: 0
  drive_gt1_share_pct: 2.182
logic_synthesis:
  fa_ha_area_share_pct: 0
  mux_area_share_pct: 2.273
  syn-cell-area_sq_mm: 0.006166
  synth_cell_type_count: 72
  synthTopLogicFamily: "simple AND/OR/NAND/NOR gates"
  aoi_share_pct: 37.56
  synth_cells: 1081
  syn_area_per_cell_sq_um: 5.704
  yosys_area_sq_mm: 0.006166
  yosys.area_share.simple_pct: 51.52
  ys_cells: 1081
  yosys_warnings: 1
  xor_share_pct: 0
  ys_seq_share_pct: 0
placement:
  gp_congestion: 0.9018
  dpl.hpwl_um: 16530
  numPortBuffers: 121
power:
  peakVddDrop_mv: 0.01046
  power_per_cell_area_mw_per_mm2: 21.25
  leakagePower_nw: 2.527
  power_mw: 0.1549
flow_run:
  tool_warnings: 48
  cap_violations: 0
floorplan:
  core-area_sq_mm: 0.02017
  die-area_sq_mm: 0.02113
  fp_util_pct: 30.57
  rows: 52
  fp.dieW_um: 145.4
  die_h_um: 145.4
  num_io_pins: 137
run_status:
  status: "finished clean"
cts:
  post_cts_buffers: 0
  cts_resized: 0
  hold_buffers: 0
hold_path:
  hp-class: "in -> out"
## Yosys cell counts, types with 7 or more instances
cell | number | share of area (%)
o21a_1 | 8 | 0.97
a21o_1 | 8 | 0.97
and2_1 | 13 | 1.3
nand3_1 | 43 | 3.5
a22oi_1 | 7 | 0.85
nor2_1 | 120 | 7.3
a21oi_1 | 95 | 7.7
a211oi_1 | 16 | 1.9
or2_2 | 11 | 1.1
and3_1 | 11 | 1.1
nand3b_1 | 45 | 5.5
buf_2 | 17 | 1.4
nor4b_1 | 7 | 0.99
a31oi_1 | 21 | 2.1
nand2_1 | 99 | 6.0
o211ai_1 | 18 | 2.2
nand4_1 | 15 | 1.5
nor3b_1 | 32 | 3.9
o21ai_0 | 80 | 6.5
a2111oi_0 | 14 | 2.0
mux2i_1 | 14 | 2.3
or3_1 | 11 | 1.1
nor3_1 | 41 | 3.3
clkbuf_1 | 77 | 4.7
inv_1 | 26 | 1.6
nand2b_1 | 65 | 6.6
o22ai_1 | 18 | 1.8
nor4_1 | 9 | 0.91
nor2b_1 | 36 | 3.7
## where the power goes
| group | switching [mW] | internal [mW] | total, mW |
|---|---|---|---|
| Sequential | 0 | 0 | 0 |
| Combinational | 0.0871 | 0.0678 | 0.155 |
| Clock | 0 | 0 | 0 |
| Total | 0.0871 | 0.0678 | 0.155 |
## layout make-up
cell class | count | area, sq um
multi-input combinational | 952 | 5633
timing repair buffer | 122 | 1219
tap | 270 | 337.8
inverter | 26 | 97.59
fill | 2187 | 12880
## cell families after synthesis
kind of cell,after synthesis
AOI/OAI and AO/OA,355
buffers and inverters,129
and+or+nand+nor,583
muxes,14
## per-stage QoR
| stage | hold slack [ps] | worst slack [ps] | instances | util, % | area [sq um] |
|---|---|---|---|---|---|
| finish | 9706 | 8820 | 1370 | 36.13 | 7287 |
| global route | 9722 | 8696 | 1370 | 36.13 | 7287 |
| CTS | 9676 | 8874 | 1370 | 36.13 | 7287 |
| detailed placement | 9670 | 8903 | 1370 | 36.13 | 7287 |
| global placement | 9675 | 8894 | 1370 | 36.13 | 7287 |
| floorplan | 8527 | 10820 | 1081 | - | 6166 |
## worst max-delay path: stages
cell	delay [ps]
clkdlybuf4s50_1	650
nor4b_1	260
a31oi_1	220
o22ai_1	100
a21boi_0	190
o21ai_0	260
a2111oi_0	820
o221ai_1	410
a211o_1	400
clkdlybuf4s50_1	410
## per-layer routing
metal	wire [um]	GRT usage [%]	share of wire [%]	up-vias
li1	-	-	-	4050
met1	10300	29.68	49	3634
met2	9573	31.37	45	227
met3	1085	1.056	5.1	10
met4	177	1.421	0.84	0
met5	0	0	0	-
## worst paths after layout
check	from	to	slack (ps)	cells past startpoint
hold / removal	shift	fine_out[1]	9710	5
setup / recovery	fine_in[96]	fine_out[0]	8820	10
Power and IR drop assume default switching activity.
