<file path="design.v">
module tdc_data_processor (
	input [7:0] fine_start_data,
	input [7:0]	fine_stop_data,
	input [7:0] coarse_data,
	output	[31:0]	time_data
);
	assign time_data = coarse_data*5000 + (fine_start_data-fine_stop_data)*65;
endmodule
</file>
<file path="run.sh">
#!/bin/bash
# OpenROAD 26Q1-2900-gdf79404cd8, Yosys 0.63+post, stock flow scripts
make -C /OpenROAD-flow-scripts/flow DESIGN_CONFIG=/design/flow/config.mk WORK_HOME=/design/flow/orfs finish
</file>
<file path="config.mk">
export PLATFORM = sky130hd
export DESIGN_NAME = tdc_data_processor
export DESIGN_NICKNAME = tdc_data_processor
export VERILOG_FILES = /design/flow/design.v
export SDC_FILE = /design/flow/constraint.sdc
export NUM_CORES = 4
export LEC_CHECK = 1
export CORE_UTILIZATION = 40
</file>
<file path="constraint.sdc">
current_design tdc_data_processor

set clk_period 27.2
set clk_io_pct 0.2

create_clock -name clk0 -period $clk_period

set non_clock_inputs [all_inputs -no_clocks]
set_input_delay [expr $clk_period * $clk_io_pct] -clock clk0 $non_clock_inputs
set_output_delay [expr $clk_period * $clk_io_pct] -clock clk0 [all_outputs]
</file>
==> results.cfg <==
; yosys + openroad results
[detailed_routing]
diodes = 0
dr.first_iter.drc_count = 32
routed_wl_um = 5880
num_vias = 2755
dr.pass1.iters = 4
vias_per_cell = 4.84
drcViolationCount = 0
avgRoutedWirePerCell_um = 10.3
drtAntennaViolNets = 0

[finish]
ff_latch_area_um2 = 0
area_growth_pct = 17.5
nFillCells = 827
clkbuf_count = 0
drive_gt1_frac = 0.0151
fin_cells = 569
final_core_util = 0.494
seq_cells = 0

[floorplan]
placementRows = 33
die_w_um = 95.9
boundaryPins = 56
die_y_um = 95.9
core_um2 = 8380
initial_core_util = 0.421
die_area_um2 = 9200

[global_route]
grt_pass1_wl_um = 10000
groute.usage.overall = 0.137
gr-usage-met3 = 0.00161
grt_max_degree = 22
grt-ovfl-total = 0
grt_busiest_layer = met2
grt_use_met2 = 0.240
antenna_found_initial = 0
grt_use_met1 = 0.205
grt_pass1_vias = 2406

[placement]
port_buffers = 56
hpwl_um = 5530
placed_cells = 569
routabilityCongestion = 0.834

[worst_hold_path]
hold_path.class = primary input to primary output

[final_timing]
fin_hold_ws_ns = 11.89
period_used_share = 0.669
period_needed_ns = 18.20
hold_violations = 0
slew_headroom = 0.592
drv_slew = 0
rsz0062_at_grt = no
worst_pin_slew_ns = 0.607
setup_violations = 0
finalSetupTns_ns = 0
max_freq_mhz = 55.0

[run_status]
status = completed

[clocking]
cts_setup_buffers = 0
cts-hold-fix-buffers = 0
ctsResizeCount = 0

[synthesis]
post-synth-top-count-cell = inv_1
area_leaders = ha_1, fa_1, inv_1
syn_area_um2 = 3530
synth_seq_share = 0
ys_area_um2 = 3530
syn_inst = 420
synth_stat.cells = 420
synth.largest_area_cell = ha_1
ys_warn_count = 0
top_cells_by_count = inv_1, ha_1, fa_1, a21oi_1, xnor2_1
syn_avg_cell_area_um2 = 8.40
top_area_frac = 0.408
yosysUniqueCellTypes = 37

[worst_setup_path]
path_class = primary input to primary output
cp-end-kind = primary output
cp.buffers_inverters = 6
cp.required_ns = 21.76
critPathArrivalTime_ns = 12.76
max_stage_delay_ns = 0.62
critPathTopFamily = adder cells
cpMostUsedCell = ha_1
critPathLaunchType = primary input
cp_slowest_cell = clkdlybuf4s50_1
cp_max_fo = 10

[run]
warnings = 33
cap_violations = 0
## layout make-up
class | instances | area, µm² | share of cell area
multi-input cells | 291 | 3010 | 0.726
well taps | 105 | 131 | 0.0317
repair buffers | 57 | 568 | 0.137
inverters | 116 | 435 | 0.105
## path summary, 6_finish.rpt
kind              cells past startpoint  slack (ns)                from             to
setup / recovery                     26        9.00      coarse_data[6]  time_data[31]
hold / removal                        5       11.89  fine_start_data[0]   time_data[0]
## routing by layer
layer,part of all wire,vias up
li1,-,1465
met5,0,-
met2,0.48,41
met3,0.025,0
met1,0.50,1249
met4,0,0
## stage by stage
step           cell area (µm²)  setup WS (ns)
2_1_floorplan             3530          10.20
3_3_place_gp              4140           9.08
3_5_place_dp              4140           8.93
4_1_cts                   4140           8.94
5_1_grt                   4140           8.55
6_report                  4140           9.00
## logic make-up (layout without fill, tap and decap cells)
group	after synthesis	after routing	synth area share
compound gates	77	77	0.143
xor+xnor	30	30	0.0745
fa+ha+maj	144	144	0.573
buf+inv	129	173	0.147
simple gates	40	40	0.0635
## cell usage in the layout, fill, tap and decap left out, types with 7 or more instances in the layout
master           instances
nor2_1                   9
clkdlybuf4s50_1         56
fa_1                    29
xor2_1                  12
a21o_1                  12
ha_1                   115
a21oi_1                 21
nand4_1                  7
inv_1                  116
xnor2_1                 18
o21ai_0                 14
