$ cat flow/design.v
module tdc_coarse(input clk,
                  input rst,
                  input hit,
                  input store,
                  output [7:0] count  
                  );
    reg [7:0] counter      = 8'd0;
    reg [7:0] counter_n    = 8'd0;
    reg [7:0] count_value  = 8'd0;
    always @(posedge clk or posedge rst) begin
        if (rst)
            counter <= 8'd0;
        else if(hit)
            counter <= counter_n;
    end
    always @(*) begin
        counter_n = counter + 8'd1;
    end	
    always @(posedge clk or posedge rst) begin
        if (rst)
            count_value <= 8'd0;
        else if(store) 
            count_value <= counter;
    end
    assign count = count_value;
endmodule
$ cat flow/run.sh
#!/bin/bash
# OpenROAD 26Q1-2900-gdf79404cd8, Yosys 0.63+post, stock flow scripts
make -C /OpenROAD-flow-scripts/flow DESIGN_CONFIG=/design/flow/config.mk WORK_HOME=/design/flow/orfs finish
$ cat flow/config.mk
export PLATFORM = sky130hd
export DESIGN_NAME = tdc_coarse
export DESIGN_NICKNAME = tdc_coarse
export VERILOG_FILES = /design/flow/design.v
export SDC_FILE = /design/flow/constraint.sdc
export NUM_CORES = 4
export LEC_CHECK = 1
export CORE_AREA = 10 10 73 73
export DIE_AREA = 0 0 83 83
$ cat flow/constraint.sdc
current_design tdc_coarse

set clk_period 2.4
set clk_io_pct 0.2

create_clock -name clk0 -period $clk_period [get_ports {clk}]

set non_clock_inputs [all_inputs -no_clocks]
set_input_delay [expr $clk_period * $clk_io_pct] -clock clk0 $non_clock_inputs
set_output_delay [expr $clk_period * $clk_io_pct] -clock clk0 [all_outputs]
==> impl_summary.log <==
[flow] collecting metrics
[metrics] CTS tree: built
[metrics] fp util: 0.1715
[metrics] most frequently placed logic cell in the final layout: sky130_fd_sc_hd__dfrtp_1
[metrics] wire length of the first global-routing pass: 1938 µm
[metrics] area enclosed by the die boundary: around 7000 µm²
[metrics] Combinational Power Share: 0.266
[metrics] critical path start-end classification: reg2out
[metrics] post-route ant nets: 0
[metrics] combined global-route utilization of all metal layers: 0.03386
[metrics] worst hold margin: 0.4879 ns
[metrics] # diodes: 0
[metrics] result of the run: completed
[metrics] parity-gate share of the synthesized area counting xor and xnor cells: 0.09552
[metrics] Synthesis Warnings: 1
[metrics] sequential fraction of design power: 0.500
[metrics] longest individual stage delay on the worst path: 0.48 ns
[metrics] syn avg cell area: 14.59 µm²
[metrics] count of input and output buffers: 11
[metrics] synthesis area per yosys: 641.9 µm²
[metrics] area of the mapped netlist: 641.9 µm²
[metrics] H-tree levels: 1
[metrics] final worst path period share: 0.6493
[metrics] final total negative setup slack: 0 ns
[metrics] mux share: 0.1579
[metrics] normalized max-slew margin: 0.6258
[metrics] Synth cell types: 13
[metrics] cell-internal power: ~720 µW
[metrics] I/O pin total: 12
[metrics] count of instantiated cells in the yosys netlist: 44
[metrics] CTS max path bufs: 2
[metrics] CTS Root Cell: sky130_fd_sc_hd__clkbuf_8
[metrics] dominant kind of combinational cell: multiplexers
[metrics] Power per Cell Area: 1125 nW/µm²
[metrics] sequential fraction of the synthesis area: 0.6238
[metrics] number of gates given a new drive strength after cts: 0
[metrics] switching component of the power: 253.1 µW
[metrics] CTS sink cnt: 16
[metrics] DRC errors left: 0
[metrics] final routed wire length divided by cell count: 10.80 µm
[metrics] final count of hold timing violations: 0
[metrics] library cell contributing the largest single delay on the critical path: sky130_fd_sc_hd__clkdlybuf4s50_1
[metrics] AO/OA Area Share: 0
[metrics] Max Transition Viols Final: 0
[metrics] peak supply drop: 0.2560 mV
[metrics] CTS Buf Count: 3
[metrics] critical path cell sequence: clkdlybuf4s50_1
[metrics] critical path's top delay family: buffers and inverters
[metrics] average vias per placed instance: approximately 3.5
[metrics] number of flip-flops and latches in the synthesized netlist: 16
[metrics] sum of buffers and inverters on the critical path: 1
[metrics] Req. time, crit path: 1.92 ns
[metrics] Setup Skew: 0.002198 ns
[metrics] count of filler cells inserted in the layout: 412
[metrics] pin count of the biggest net entering global routing: 17
[metrics] HPWL after detailed placement: 853.5 µm
[metrics] buffers inserted by post-CTS timing repair: 0
[metrics] kind of path behind the tightest hold check: reg2reg
[metrics] worst endpoint data arrival time: around 1.1 ns
[metrics] logic area: 232.7 µm²
[metrics] setup repair after global routing missed its margin: false
[metrics] clock slew seen by the registers of the worst setup and hold paths: approximately 0.060 ns
[metrics] site row count: 22
[metrics] antenna violations before repair: 0
[metrics] GPL Wtd Cong: 0.7237
[metrics] number of cells produced by synthesis: about 44
[metrics] number of global-route vias before repair: 384
[metrics] GRT overflow: 0
[metrics] Core Area: 3744 µm²
[metrics] final routed wirelength across all metal layers: 1145 µm
[metrics] count of hold buffers inserted by post-cts repair: 0
[metrics] fraction of final layout cells with drive strength greater than 1: 0.2759
[metrics] horizontal extent of the die: 83 µm
[metrics] Worst-Skew Late Latency: 0.24 ns
[metrics] Clk pwr share: 0.233
[metrics] storage element area: 400.4 µm²
[metrics] final setup vio count: 0
[metrics] routed vias: 370
[metrics] switching power as a share of total power: 0.2610
[metrics] endpoint type of the worst setup path: primary output
[metrics] CP startpoint kind: flop
[metrics] initial detailed-routing violation count: 8
[metrics] max-cap check violation count: 0
[metrics] Adder Area Share: 0.01949
[metrics] standby leakage power: 0.3712 nW
[metrics] chip height: 83 µm
[metrics] number of warnings in the stage logs: 25
[metrics] synthesis-to-finish area growth: 34.31%
[metrics] first-pass iteration count of the detailed router: 2
[metrics] top library cells by usage in the layout, fill and taps aside: sky130_fd_sc_hd__dfrtp_1, sky130_fd_sc_hd__clkdlybuf4s50_1, sky130_fd_sc_hd__mux2_2, sky130_fd_sc_hd__xnor2_1, sky130_fd_sc_hd__clkbuf_8
[metrics] AND/OR/NAND/NOR Cells, Area Fraction: 0.08967
[metrics] measured slew at the worst slew-check pin: 0.5606 ns
[metrics] peak fanout along the critical path: 2
[metrics] final worst path period need: 1.558 ns
[metrics] f_max: 641.7 MHz
## sequential cells by signal (all words and copies together), names as in the netlist
name and flops:
counter 8, count_value 8
## routing by layer
| metal | up-vias | GRT usage | share of wire |
|---|---|---|---|
| met3 | 0 | 0.02756 | 0.13 |
| met5 | - | 0 | 0 |
| met4 | 0 | 0.003077 | 0 |
| li1 | 177 | - | - |
| met2 | 12 | 0.03980 | 0.39 |
| met1 | 181 | 0.04722 | 0.48 |
## worst register-to-register path, cell delays in order, from the launching register on
cell,delay (ns)
sky130_fd_sc_hd__dfrtp_1,0.45
sky130_fd_sc_hd__ha_1,0.21
sky130_fd_sc_hd__nand4_1,0.15
sky130_fd_sc_hd__nor2_1,0.17
sky130_fd_sc_hd__xor2_1,0.15
## final cells by class
cell class,count,area share
tap,48,0.06967
sequential,16,0.4644
clock buffer,4,0.06386
inverter,1,0.004354
timing repair buffer,11,0.1277
multi-input combinational,26,0.2700
## cell usage after synthesis
| cell type | instances | share of area |
|---|---|---|
| sky130_fd_sc_hd__buf_2 | 1 | 0.0078 |
| sky130_fd_sc_hd__inv_1 | 1 | 0.0058 |
| sky130_fd_sc_hd__nand4_2 | 1 | 0.019 |
| sky130_fd_sc_hd__nor3_2 | 1 | 0.016 |
| sky130_fd_sc_hd__xnor2_1 | 4 | 0.055 |
| sky130_fd_sc_hd__xor2_1 | 3 | 0.041 |
| sky130_fd_sc_hd__dfrtp_1 | 16 | 0.62 |
| sky130_fd_sc_hd__nand4_1 | 2 | 0.019 |
| sky130_fd_sc_hd__nand2_1 | 3 | 0.018 |
| sky130_fd_sc_hd__and3_2 | 1 | 0.012 |
| sky130_fd_sc_hd__mux2_2 | 9 | 0.16 |
| sky130_fd_sc_hd__nor2_1 | 1 | 0.0058 |
| sky130_fd_sc_hd__ha_1 | 1 | 0.019 |
## power by group through the flow
stage | sequential (mW) | combinational, mW | clock (mW)
4_1_cts | 0.487 | 0.270 | 0.234
5_1_grt | 0.505 | 0.290 | 0.251
6_report | 0.485 | 0.258 | 0.226
## final timing paths
kind                                                  from                     end  slack [ns]  depth (start not counted)
worst min register to register      counter[7]$_DFFE_PP0P_  counter[7]$_DFFE_PP0P_        0.49                          1
min in group asynchronous                              rst  counter[5]$_DFFE_PP0P_        0.60                          2
max in group asynchronous                              rst  counter[2]$_DFFE_PP0P_        1.44                          2
worst max-delay path            count_value[1]$_DFFE_PP0P_                count[1]        0.84                          1
worst max register to register      counter[0]$_DFFE_PP0P_  counter[6]$_DFFE_PP0P_        1.21                          4
worst min-delay path                counter[7]$_DFFE_PP0P_  counter[7]$_DFFE_PP0P_        0.49                          1
## stage by stage
step,instance area [µm²],power [mW],cells,utilization,setup slack [ns]
2_1_floorplan,641.9,0.5884,44,-,1.299
6_report,862.1,0.9695,106,0.2303,0.8416
3_3_place_gp,807.0,0.7453,102,0.2156,0.7298
4_1_cts,862.1,0.9908,106,0.2303,0.8172
3_5_place_dp,807.0,0.7495,102,0.2156,0.7133
5_1_grt,862.1,1.046,106,0.2303,0.7747
## cells by family (layout without fill, tap and decap cells)
group	count (synthesis)	in the layout
xor+xnor	7	7
fa+ha+maj	1	1
buf+inv	2	16
flops	16	16
mux	9	9
simple gates	9	9
Power and IR drop assume default switching activity.
